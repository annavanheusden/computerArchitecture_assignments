[./config.mk]
export PLATFORM = sky130hd
export DESIGN_NAME = instructionDecoder
export DESIGN_NICKNAME = instructionDecoder
export VERILOG_FILES = /design/flow/design.v
export SDC_FILE = /design/flow/constraint.sdc
export NUM_CORES = 4
export LEC_CHECK = 1
export CORE_UTILIZATION = 40
[./constraint.sdc]
current_design instructionDecoder

set clk_period 81.6
set clk_io_pct 0.2

create_clock -name clk0 -period $clk_period [get_ports {clock}]

set non_clock_inputs [all_inputs -no_clocks]
set_input_delay [expr $clk_period * $clk_io_pct] -clock clk0 $non_clock_inputs
set_output_delay [expr $clk_period * $clk_io_pct] -clock clk0 [all_outputs]
[./design.v]
module instructionDecoder(clock, instruction, controlRegWrite, controlReg2Loc, signExtendOut, readData1, readData2, writeData); 
	input clock;
	input [31:0] instruction; 
	input [63:0] writeData; 
	input controlRegWrite, controlReg2Loc; 
	output [63:0] signExtendOut; 
	output[63:0] readData1; 
	output[63:0] readData2;
	wire [4:0] readRegister2; 
	registers registers(.clock(clock),.inputRead1(instruction[9:5]), .inputRead2(readRegister2), .inputWriteReg(instruction[4:0]), .inputWriteData(writeData), .outputData1(readData1), .outputData2(readData2),.controlRegWrite(controlRegWrite));
	signExtend signExtend(.in(instruction), .out(signExtendOut)); 
	muxDecoder muxReg2Loc(.in0(instruction[20:16]), .in1(instruction[4:0]), .control(controlReg2Loc), .out(readRegister2)); 
endmodule
module registers(clock, inputRead1, inputRead2, inputWriteReg, inputWriteData, outputData1, outputData2, controlRegWrite); 
	input clock; 
	input[4:0] inputRead1; 
	input[4:0] inputRead2; 
	input[4:0] inputWriteReg; 
	input [63:0] inputWriteData; 
	input controlRegWrite; 
	output[63:0] outputData1;
	output[63:0] outputData2; 
	reg[63:0] memory [63:0]; 
	assign outputData1 = memory[inputRead1];
	assign outputData2 = memory[inputRead2];
	integer i;
	initial begin
		for(i=0; i < 64; i = i + 1) begin	
			memory[i] = 0; 
		end 
	end 
	always @(posedge clock) begin
		if (controlRegWrite) begin	
			memory[inputWriteReg] = inputWriteData; 
		end 
	end
endmodule
module signExtend(in, out); 
	input [31:0] in; 
	output reg[63:0] out; 
	always @(in) begin
		if(in[31:26] == 6'b000101) begin
			out[25:0] = in[25:0] ; 
			out[63:26] = {38{out[25]}};  
		end else if (in[31:24] == 8'b10110101) begin
			out[18:0] = in[23:5]; 
			out[63:19] = {45{in[23]}};  
		end else if (in[31:24] == 8'b10110100) begin 	 
			out[18:0] = in[23:5]; 
			out[63:19] = {45{in[23]}}; 
		end else begin
			out[8:0] = in[20:12]; 
			out[63:9] = {55{in[20]}}; 
		end
	end
endmodule
module muxDecoder(in0,in1,control,out);
	input[4:0] in0; 
	input[4:0] in1;
	input control; 
	output reg[4:0] out; 
	always@(in0,in1,control, out) begin
		if(control == 0) begin
			out = in0; 
		end 
		else begin	
			out = in1; 
		end 
	end 
endmodule 
[./run.sh]
#!/bin/bash
# OpenROAD 26Q1-2900-gdf79404cd8, Yosys 0.63+post, stock flow scripts
make -C /OpenROAD-flow-scripts/flow DESIGN_CONFIG=/design/flow/config.mk WORK_HOME=/design/flow/orfs finish
==> COMMIT_EDITMSG <==
Log flow metrics for this revision

* Floorplan core density: between 40 and 50%
- Clock transition at the registers of the reported paths: roughly 60 ps
- Final worst setup slack: 42940 ps
- Number of resized instances in the post-cts repair step: 0
* Final count of hold timing violations: 0
* Post-synthesis share of cell area spent on and-or and or-and gates: under 10%
- The DRC violation total left in the routed layout is recorded as 0.
- TritonCTS built the clock tree.
* Yosys warnings: 3
- In this run the tools logged warnings totalling 26.
- After synthesis, the largest family of logic cells by area is multiplexers.
* Outcome: complete, no violations
- Ys flops: 2048
- Summed standard-cell area reported by yosys: roughly 94000 um2
* Largest cells by area after synthesis: edfxtp_1, mux4_2, mux2i_1, nand2_1, mux2_2
* Hold-fix buffer count after cts: 0
* Measured slew at the worst slew-check pin: around 1100 ps
* Total Power: between 2000 and 2500 uW
- Via count of the routed design: around 53000
- Total global-route track usage over all layers is around 29%.
- Nets still carrying antenna violations after routing amount to 0.
- Per the TritonCTS log, the buffer count is between 200 and 250.
- Number of different library cells in the post-synthesis netlist: about 51
- Buffer levels on the longest clock path: 3
- Final max-slew violation count: 0
* Sequential share of the synthesized area: between 60% and 70%
- Entering global routing, the biggest net connects between 90 and 100 pins.
- Share of Yosys cell area claimed by the top area cell type: about two thirds
- According to the floorplan log, the row count is between 150 and 200.
* XOR/XNOR Area Share: 0%
- Post-route insts no fill: between 8000 and 9000
- Adding up every negative setup slack in the final design gives 0 ps.
- Endpoint type of the worst setup path: output port
* Gr ovfl total: 0
* Crit path kind: in -> out
- The number of cells reported by Yosys stat comes to approximately 4600.
- The clock tree synthesis step divided the H-tree into 4 levels.
* Post-synthesis share of cell area spent on and, or, nand and nor gates: between 2 and 2.5%
- Once layout is complete, the utilization of the core stands at 46.4%.
* Detailed placement HPWL: 177000 um
* Share of flip-flops with an asynchronous set or reset: 0%
* Setup repair after global routing missed its margin: false
- In the synthesized netlist, mux cells make up ~28% of the area.
- The number of placed instances, taps included, is ~7900.
* Arrival time of data at the critical path endpoint: 22340 ps
- Share of layout cells above drive strength 1: between 30% and 40%
- Buffers placed on the I/O ports in this run total roughly 290.
- The flow reports an fmax of 25.9 MHz.
- Cell area after technology mapping: about 94000 um2
- Die extent in y: between 400 and 500 um
* Root buffer cell: clkbuf_16
- Post-route clock period utilization: about 47%
- The synthesized design contains 2048 enable-type register cells.
- Static leakage: approximately 0.034 uW
- Relative max-transition margin: just under 30%
- Detailed-route iteration 0 reported a violation count of between 3000 and 4000.
- The analysis reports a worst IR drop on VDD of around 0.000020 V.
- edfxtp_1 takes more of the synthesized area than any other cell.
- The worst setup path is launched from an input pin.
* Average detailed-routed wire length per instance: between 30 and 40 um
- Number of buffers added for setup after CTS: 0
* DIE AREA: around 240000 um2
* Vias/cell: about 6.4
- Fin crit period: a little under 40000 ps
* Pwr Density: ~22 nW/um2
- Max-cap violations in this run came to 0.
- The register with the most flip-flops in the layout has ~2000 of them.
- Syn-to-layout area delta: 15.4%
- IO Count: about 290
* Adder-Cell Fraction of Synth Area: 0%
- Cell count after synthesis: ~4600
- Primary FF master, synth: edfxtp_1
- Mean instance size in the synthesized netlist: around 20 um2
* Required time of the critical path: 65280 ps
- Before CTS, the worst setup slack after placement is 42890 ps.
* Number of setup violations in the final report: 0
- The most critical min-delay path falls under in -> reg.
* Global-route wire length before repair: 436000 um
- The tree built by TritonCTS fans out to approximately 2000 sinks.
- Die W: around 490 um
- Number of global-route vias before repair: roughly 59000
* Post-Route WL: a little over 300000 um
- Pre-antenna DRT Iters: 22
- Largest fanout of any net on the critical path: roughly 40
- Per the gpl log, the routability congestion estimate is approximately 0.87.
- Initial antenna violation count: 14
- CORE AREA: ~230000 um2
[layout make-up]
type                            instances  area [um2]
Tap cell                             3150        3940
Inverter                                3        11.3
Antenna cell                            4        10.0
Fill cell                           18900      126000
Clock inverter                        131        1350
Multi-Input combinational cell       2158       31400
Sequential cell                      2048       61500
Clock buffer                          264        5590
Timing Repair Buffer                  567        5120
[cell families (layout without fill, tap and decap cells)]
family / count (synthesis) / count (layout)
AND-OR/OR-AND: 412 / 412
buffers and inverters: 407 / 965
flip-flops: 2048 / 2048
multiplexers: 1286 / 1286
other: 0 / 4
AND/OR/NAND/NOR: 460 / 460
[worst paths after layout]
check                       from  cells after the start                  endpoint  slack (ps)
hold / removal     writeData[47]                      2  registers.memory[10][47]       16250
setup / recovery  controlReg2Loc                     14              readData2[9]       42940
[through the flow]
stage          hold slack, ps  cell area (um2)
6_report                16250           109000
5_1_grt                 16260           109000
4_1_cts                 16200           109000
3_5_place_dp            17150           102000
3_3_place_gp            17150           102000
2_1_floorplan           16420            94400
[routing by layer]
layer / wire [um] / GRT usage [%] / part of all wire (%) / vias to the layer above
met4: 11700 / 8.42 / 3.8 / 26
met5: 592 / 1.78 / 0.19 / -
met3: 60400 / 24.4 / 20 / 638
li1: - / - / - / 20900
met2: 143000 / 41.2 / 46 / 4474
met1: 92400 / 33.0 / 30 / 27000
[power breakdown]
part	internal, uW	switching, uW
Sequential	1170	5.13
Clock	555	414
Combinational	118	142
[cell usage after synthesis, types with 39 or more instances]
cell type	count
edfxtp_1	2048
mux4_2	1054
nand2_1	319
clkbuf_1	186
mux2i_1	159
buf_2	128
a21oi_1	127
mux2_2	71
buf_4	60
o22ai_1	49
nor2_1	43
nand3_1	39
[worst max-delay path: stages]
cell and delay [ps]:
buf_2 100, buf_4 510, mux2i_4 320, buf_4 390, buf_4 590, buf_4 630
buf_4 670, buf_4 710, mux4_2 320, mux2_2 140, a221oi_1 100, a211oi_1 660
buf_4 240, clkdlybuf4s50_1 460
[layout by cell type (no fill, tap or decap), types with 13 or more instances in the layout]
| cell type | synthesis | routed |
|---|---|---|
| a32o_1 | 22 | 22 |
| mux2_2 | 71 | 70 |
| o221ai_1 | 13 | 13 |
| clkbuf_1 | 186 | 48 |
| buf_4 | 60 | 267 |
| a222oi_1 | 21 | 21 |
| a21oi_1 | 127 | 125 |
| o22ai_1 | 49 | 49 |
| a22oi_1 | 34 | 34 |
| a22o_1 | 16 | 16 |
| nand2_1 | 319 | 319 |
| bufinv_16 | 0 | 22 |
| a31oi_1 | 19 | 19 |
| o21ai_0 | 24 | 23 |
| a221oi_1 | 26 | 26 |
| nand3_1 | 39 | 39 |
| edfxtp_1 | 2048 | 2048 |
| clkbuf_16 | 0 | 216 |
| mux2i_1 | 159 | 155 |
| clkinv_1 | 0 | 43 |
| nor2_4 | 0 | 38 |
| nor4_1 | 18 | 18 |
| clkdlybuf4s50_1 | 0 | 284 |
| clkinv_2 | 0 | 42 |
| mux4_2 | 1054 | 1054 |
Power is estimated from default activity; no workload was simulated.
