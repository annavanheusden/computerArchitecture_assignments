===== ./run.sh =====
#!/bin/bash
# OpenROAD 26Q1-2900-gdf79404cd8, Yosys 0.63+post, stock flow scripts
make -C /OpenROAD-flow-scripts/flow DESIGN_CONFIG=/design/flow/config.mk WORK_HOME=/design/flow/orfs finish

===== ./design.v =====
module execute(signExtended, readData1, readData2, PC, PCbranch, ALUzero, ALUresult, writeData, control_ALUsrc, ALUoperation); 
	input[63:0] signExtended, readData1, readData2, PC;
	input[3:0] ALUoperation; 
	input control_ALUsrc; 
	output[63:0] PCbranch, ALUresult, writeData;
	output ALUzero; 
	wire[63:0] shifted, ALUin; 
	assign writeData = readData2; 
	shiftLeft2 shiftLeft(.inputInstr(signExtended), .outputInstr(shifted)); 
	add addPCbranch(.a(shifted), .b(PC), .out(PCbranch)); 
	mux muxALUsrc(.in0(readData2), .in1(signExtended), .control(control_ALUsrc), .out(ALUin)); 
	ALU alu(.a(readData1), .b(ALUin), .operation(ALUoperation), .out(ALUresult), .zero(ALUzero)); 
endmodule 
module shiftLeft2(inputInstr, outputInstr); 
	input[63:0] inputInstr; 
	output reg[63:0] outputInstr; 
	always@(inputInstr) begin
		outputInstr = inputInstr <<2; 
	end 
endmodule
module add(a,b,out);
	input [63:0] a, b;
	output [63:0] out;
	wire [63:0] out;
	assign out = a + b;
endmodule
module mux(in0,in1,control,out);
	input[63:0] in0,in1;
	input control; 
	output reg[63:0] out; 
	always@(in0,in1,control, out) begin
		if(control == 0) begin
			out = in0; 
		end 
		else begin	
			out = in1; 
		end 
	end 
endmodule
module ALU(a, b, operation, out, zero);
	input [63:0] a, b;
	input [3:0] operation;
	output zero;
	output [63:0] out;
	reg [63:0] out;
	reg zero;
	always @(a or b or operation) begin
		case (operation)  
			4'b0000 : out = a & b;  
			4'b0001 : out = a | b;  
			4'b0010 : out = a + b;  
			4'b0110 : out = a - b;  
			4'b0111 : out = b;  
			4'b1100 : out = !(a | b);  
			default : out = 0;  
		endcase
		zero = (out == 32'b0);
	end
endmodule

===== ./config.mk =====
export PLATFORM = sky130hd
export DESIGN_NAME = execute
export DESIGN_NICKNAME = execute
export VERILOG_FILES = /design/flow/design.v
export SDC_FILE = /design/flow/constraint.sdc
export NUM_CORES = 4
export LEC_CHECK = 1
export CORE_AREA = 10 10 250 250
export DIE_AREA = 0 0 260 260

===== ./constraint.sdc =====
current_design execute

set clk_period 36.4
set clk_io_pct 0.2

create_clock -name clk0 -period $clk_period

set non_clock_inputs [all_inputs -no_clocks]
set_input_delay [expr $clk_period * $clk_io_pct] -clock clk0 $non_clock_inputs
set_output_delay [expr $clk_period * $clk_io_pct] -clock clk0 [all_outputs]

==> results.sh <==
# physical design summary
export IMPL_outcome="finished clean"
export IMPL_place_congestion=1.03
export IMPL_cp_common_cell="or4_1"
export IMPL_switching_share_pct=53.5
export IMPL_ant_nets=0
export IMPL_fin_area_sq_um=17000
export IMPL_min_path_cells=0
export IMPL_n_fill_cell=5994
export IMPL_rows=87
export IMPL_period_minus_slack_ps=23060
export IMPL_grt_setup_unrepaired="no"
export IMPL_grt_pass1_vias=15000
export IMPL_dieArea_sq_um=67600
export IMPL_switching_power_uw=178
export IMPL_die_w_um=260
export IMPL_maxCapViolations=0
export IMPL_yosys_area_share_aoi_pct=32.7
export IMPL_power_density_nw_per_um2=19.6
export IMPL_worstMarginPinSlew_ps=889
export IMPL_io_pins=454
export IMPL_syn_cell_area_sq_um=12200
export IMPL_postCtsResizedCells=0
export IMPL_cp_required_ps=29120
export IMPL_area_growth_pct=38.8
export IMPL_combPwrFrac_pct=100.0
export IMPL_dp_hpwl_um=65500
export IMPL_drt_wirelength_per_cell_um=25.4
export IMPL_slowest_delay_ps=550
export IMPL_vdd_drop_max_uv=6.99
export IMPL_placed_area_sq_um=17000
export IMPL_crit_buf_inv=2
export IMPL_netlist_area_leader_share_pct=13.0
export IMPL_ys_types=82
export IMPL_slew_headroom_pct=40.2
export IMPL_power_uw=333
export IMPL_p_clk_share_pct=0
export IMPL_ys_seq_share_pct=0
export IMPL_hp_class="primary input to primary output"
export IMPL_synth_xor_area_share_pct=11.3
export IMPL_finalMaxSlewViolations=0
export IMPL_cp_data_arrival_time_ps=15780
export IMPL_drtIter0Drc=1480
export IMPL_intPower_uw=155
export IMPL_leakagePower_uw=0.00661
export IMPL_wl_um=74700
export IMPL_hold_violations=0
export IMPL_fmax_mhz=43.4
export IMPL_setup_viol=0
export IMPL_ys_area_sq_um=12200
export IMPL_grt_max_degree=75
export IMPL_synthMuxAreaShare_pct=6.24
export IMPL_yosys_area_share_adder_pct=13.8
export IMPL_coreArea_sq_um=56700
export IMPL_simple_gate_share_pct=27.9
export IMPL_setup_tns_ps=0
export IMPL_path_max_fanout=74
export IMPL_vias=15800
export IMPL_start_kind="primary input"
export IMPL_crit_type="primary input to primary output"
export IMPL_antenna_found_initial=1
export IMPL_first_pass_iters=5
export IMPL_initial_utilization_pct=21.6
export IMPL_topCombFamilyByArea="AND-OR/OR-AND gates"
export IMPL_yosys_area_top_type="ha_1"
export IMPL_cp_end_kind="primary output"
export IMPL_synth_warnings=3
export IMPL_fin_crit_sh_pct=63.4
export IMPL_cp_depth=27
export IMPL_overflow=0
export IMPL_nClkBuffers=0
export IMPL_drc=0
export IMPL_drive_gt1_share_pct=3.39
export IMPL_avgSynthCellArea_sq_um=6.54
export IMPL_log_warning_count=34
export IMPL_worst_path_max_delay_cell="or4_1"
export IMPL_flop_count=0
export IMPL_ys_cells=1873
export IMPL_cts_hold_buf=0
export IMPL_logic_area_sq_um=11300
export IMPL_syn_inst=1873
export IMPL_ys_top_cells_by_area="ha_1, a21oi_1, xnor2_1, nand2_1, nor2_1"
export IMPL_seqPwrFrac_pct=0
export IMPL_portBuffers=450
export IMPL_cts_setup_buffers=0
export IMPL_regArea_sq_um=0
export IMPL_crit_family="simple AND/OR/NAND/NOR gates"
export IMPL_grt_first_pass_wirelength_um=105000
export IMPL_vias_per_cell=5.38
export IMPL_track_usage_pct=21.0
export IMPL_dieHeight_um=260
-- synth_stat cells (all sizes together) (14+ instances only) --
master and instances:
nor2 175, or2 18, nand4 37, o211ai 21, a31oi 43, buf 92, clkbuf 65, nand2b 17
o21ai 127, o21bai 16, nor3 53, o21a 20, xor2 63, nand2 185, o31ai 16, nor2b 17
xnor2 95, nor4 34, and3 19, a21oi 170, a211oi 22, a21o 68, mux2i 64, ha 127
or3 20, inv 37, o221ai 14, nand3 51
-- power groups by stage --
stage     clock (uW)  combinational (uW)  sequential, uW
5_1_grt   0.00000368                 360               0
4_1_cts            0                 331               0
6_report  0.00000368                 333               0
-- layout by cell type, fill, tap and decap left out, types with 63 or more instances in the layout --
cell and n:
o21ai_0 123, nor2_1 175, a21o_1 68, xnor2_1 95, ha_1 127, a21oi_1 170, xor2_1 63, clkdlybuf4s50_1 449
mux2i_1 64, nand2_1 185
-- metal layers --
layer / vias up / routed length, um / global-route usage (%) / part of all wire [%]
met2: 745 / 33200 / 32.7 / 44
met1: 7428 / 33800 / 29.7 / 45
li1: 7592 / - / - / -
met5: - / 0 / 0 / 0
met4: 0 / 1710 / 4.00 / 2.3
met3: 69 / 5980 / 3.90 / 8.0
-- final timing paths --
kind | from | slack, ps | end
worst min-delay path | PC[0] | 14560 | PCbranch[0]
worst max-delay path | control_ALUsrc | 13340 | ALUzero
-- stage by stage --
step           hold slack, ps  util, %  worst slack, ps  cells
2_1_floorplan           14630        -            14180   1873
3_3_place_gp            14560     30.0            13630   2941
3_5_place_dp            14560     30.0            13490   2941
4_1_cts                 14560     30.0            13460   2941
5_1_grt                 14560     30.0            12850   2942
6_report                14560     30.0            13340   2942
-- cells by family (layout without fill, tap and decap cells) --
family / count (synthesis) / after routing
adder cells (fa/ha/maj): 135 / 135
AND-OR/OR-AND: 620 / 620
XOR/XNOR: 158 / 158
AND/OR/NAND/NOR: 691 / 691
multiplexers: 75 / 75
other: 0 / 1
buffers and inverters: 194 / 506
-- area by class of cell --
class,count,area share (%)
Timing Repair Buffer,469,27.3
Multi-Input combinational cell,1679,66.3
Tap cell,756,5.56
Inverter,37,0.817
Antenna cell,1,0.0147
No activity file was given, so power comes from the tool's default toggle rates.
