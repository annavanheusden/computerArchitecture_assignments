==> flow/run.sh <==
#!/bin/bash
# OpenROAD 26Q1-2900-gdf79404cd8, Yosys 0.63+post, stock flow scripts
make -C /OpenROAD-flow-scripts/flow DESIGN_CONFIG=/design/flow/config.mk WORK_HOME=/design/flow/orfs finish
==> flow/config.mk <==
export PLATFORM = sky130hd
export DESIGN_NAME = memoryAccess
export DESIGN_NICKNAME = memoryAccess
export VERILOG_FILES = /design/flow/design.v
export SDC_FILE = /design/flow/constraint.sdc
export NUM_CORES = 4
export LEC_CHECK = 1
export CORE_UTILIZATION = 30
==> flow/constraint.sdc <==
current_design memoryAccess

set clk_period 89.0
set clk_io_pct 0.2

create_clock -name clk0 -period $clk_period [get_ports {clock}]

set non_clock_inputs [all_inputs -no_clocks]
set_input_delay [expr $clk_period * $clk_io_pct] -clock clk0 $non_clock_inputs
set_output_delay [expr $clk_period * $clk_io_pct] -clock clk0 [all_outputs]
==> flow/design.v <==
module memoryAccess(clock, ALUresult, dataMemWrite, dataMemRead, controlMemWrite, controlMemRead, dataAddress); 
	input clock; 
	input [63:0] ALUresult;
	input [63:0] dataMemWrite; 
	input controlMemWrite, controlMemRead; 
	output [63:0] dataMemRead; 
	output [63:0] dataAddress; 
	assign dataAddress = ALUresult; 
	dataMemory dataMem(.clock(clock), .inAddress(ALUresult), .inWriteData(dataMemWrite), .controlMemRead(controlMemRead), .controlMemWrite(controlMemWrite), .outReadData(dataMemRead)); 
endmodule
module dataMemory(clock, inAddress, inWriteData, controlMemRead, controlMemWrite, outReadData); 
	input clock; 
	input [63:0] inAddress; 
	input [63:0] inWriteData; 
	input controlMemRead,controlMemWrite; 
	output reg[63:0] outReadData; 
	reg[63:0] memory [63:0]; 
	integer i; 
	initial begin 
		for(i = 0; i<64; i = i + 1) begin	
			memory[i] = 0; 
		end 
	end 
	always@(posedge clock )
	begin
		if(controlMemWrite == 1)
			begin memory[inAddress] <= inWriteData; 
		end 
	end 
	always@(controlMemRead or inAddress or controlMemWrite or inWriteData)
	begin 
		if(controlMemRead == 1) 
			begin outReadData<= memory[inAddress]; 
		end 
	end 
endmodule
==> impl_results.rst <==
Run summary
-----------

.. list-table::
   :header-rows: 1

   * - Metric
     - Value
   * - Outcome
     - completed
   * - Leakage power summed over all cells
     - 54.5 nW
   * - Slew Limit Headroom
     - 10.8%
   * - Post-synthesis instance total
     - 8601
   * - Chip area
     - 523000 µm²
   * - Post-CTS repair timing setup buffer count
     - 0
   * - DRC Markers
     - 0
   * - Post-synth EDFFs
     - 4096
   * - CORE AREA
     - 517000 µm²
   * - Top achievable clock speed
     - 0.0270 GHz
   * - Critical Path AT
     - 19.25 ns
   * - Max-slew violations
     - 0
   * - Post-synthesis register bit count
     - 4160
   * - TritonCTS clock tree
     - done
   * - RSZ-0062 raised after global routing
     - false
   * - Number of levels in the clock H-tree
     - 5
   * - Count of tool warnings
     - 42
   * - GRT Resource Usage Total
     - 20.3%
   * - Top FF cell, synth
     - sky130_fd_sc_hd__edfxtp_1
   * - Via count
     - 89168
   * - Switching component of the power
     - 0.901 mW
   * - Final critical-path required period
     - 37.05 ns
   * - Switching power as a share of total power
     - 22.3%
   * - Top fanout value on the critical path
     - 22
   * - Distinct lib cells used
     - 53
   * - Final period utilization
     - 41.6%
   * - Hold buffer count at CTS
     - 0
   * - Total negative slack
     - 0 ns
   * - Floorplan die height
     - 723 µm
   * - DRT Wirelength
     - 504000 µm
   * - Largest net degree at the start of global routing
     - 115
   * - Wire length of the first global-routing pass
     - 703000 µm
   * - Critical path startpoint category
     - input port
   * - Yosys warning tally
     - 1
   * - Number of global-route vias before repair
     - 95994
   * - Per-cell routed wire length
     - 31.4 µm
   * - Area figure in the yosys stat output
     - 156000 µm²
   * - Hold/Removal Path Class
     - in -> reg
   * - Critical path start-end classification
     - in -> out
   * - Pre-placement core utilization
     - 30.1%
   * - Global route total overflow
     - 0
   * - Portion of total power attributed to sequential cells
     - 53.2%
   * - Drt initial violations
     - 7081
   * - Count of cells resized by post-cts repair
     - 0
   * - Count of unclocked register or latch pins
     - 64
   * - Cell internal pwr
     - 3.13 mW
   * - Fill cell instance count of the final layout
     - 47236
   * - Post-synthesis area per instance
     - 18.1 µm²
   * - Final RePlAce weighted congestion
     - 0.915
   * - Number of hold-slack violations in the final timing report
     - 0
   * - Final worst hold slack
     - 17.07 ns
   * - Area added between synthesis and finish
     - 14.4%
   * - Horiz. Die Dim
     - 723 µm
   * - Worst setup startpoint
     - ALUresult[5]
   * - Clock-pin transition on the worst setup and hold timing paths
     - 0.06 ns
   * - CP endpoint kind
     - output pin
   * - IR Drop Worst-Case VDD
     - 0.0000174 V
   * - Number of I/O pins
     - 259
   * - Part of the power in the clock network
     - 41.1%
   * - Setup violators final
     - 0
   * - Post-detail-place hpwl
     - 290000 µm
   * - Standard cell area after detailed placement
     - 166000 µm²
   * - Max-Cap Viols
     - 0
   * - Maximum root-to-sink buffer count
     - 4
   * - Port buffer count
     - 142
   * - Iteration tally of the first detailed-router pass
     - 6
   * - Vias per Instance
     - 5.56
   * - Share of synthesized registers carrying an async set or reset
     - 0%
   * - Required time at the worst-slack endpoint
     - 71.20 ns
   * - Total power
     - 4.03 mW
   * - Cts bufs inserted
     - 395
   * - Total cells reported by yosys after synthesis
     - 8601
   * - Detail Route Antenna Nets
     - 0
   * - Power per unit of standard cell area
     - 22.6 nW/µm²
   * - Share of post-route cells with drive strength above 1
     - 15.3%
   * - Worst Max-Slew Pin Slew
     - 1.33 ns
   * - Finished Cell Area
     - 178000 µm²
   * - Crit path capture
     - dataAddress[5]
   * - Count of endpoints without a timing constraint
     - 128
   * - # rows
     - 264
   * - Cell chosen for the clock root
     - sky130_fd_sc_hd__clkbuf_16
   * - Number of antenna violations at the first check in global routing
     - 37
   * - Combinational share of power
     - 5.7%
   * - Netlist area before placement
     - 156000 µm²
cells in the mapped netlist (33+ instances only):
cell type	instances	share of area, %
sky130_fd_sc_hd__buf_4	87	0.42
sky130_fd_sc_hd__dlxtp_1	64	0.62
sky130_fd_sc_hd__o21ai_0	173	0.56
sky130_fd_sc_hd__o22ai_1	355	1.4
sky130_fd_sc_hd__mux2i_1	381	2.4
sky130_fd_sc_hd__nor2_1	267	0.64
sky130_fd_sc_hd__mux2_2	207	1.5
sky130_fd_sc_hd__or4_1	57	0.27
sky130_fd_sc_hd__edfxtp_1	4096	79
sky130_fd_sc_hd__buf_2	214	0.69
sky130_fd_sc_hd__a22oi_1	334	1.6
sky130_fd_sc_hd__a22o_1	58	0.33
sky130_fd_sc_hd__a21oi_1	240	0.77
sky130_fd_sc_hd__a221oi_1	951	5.3
sky130_fd_sc_hd__mux4_2	73	1.1
sky130_fd_sc_hd__a211oi_1	60	0.29
sky130_fd_sc_hd__nand2_1	192	0.46
sky130_fd_sc_hd__nand4_1	33	0.13
sky130_fd_sc_hd__buf_1	73	0.18
sky130_fd_sc_hd__clkbuf_1	350	0.84
sky130_fd_sc_hd__nor3_1	61	0.20
cells in the final DEF (no fill, tap or decap), drive strengths merged, types with 192 or more instances in the layout:
| master | n |
|---|---|
| a22oi | 334 |
| clkbuf | 474 |
| buf | 418 |
| o22ai | 355 |
| nand2 | 192 |
| mux2i | 381 |
| a21oi | 240 |
| nor2 | 269 |
| edfxtp | 4096 |
| a221oi | 952 |
| mux2 | 207 |
critical path, stage by stage:
cell and delay (ns):
sky130_fd_sc_hd__clkdlybuf4s50_1 0.45, sky130_fd_sc_hd__buf_4 0.42, sky130_fd_sc_hd__clkdlybuf4s50_1 0.57
how the worst min path moves through the flow:
stage	startpoint	to	slack (ns)	depth (start not counted)
final	dataMemWrite[26]	dataMem.memory[19][26]$_DFFE_PP_	17.07	1
after CTS	dataMemWrite[26]	dataMem.memory[19][26]$_DFFE_PP_	17.04	1
after global routing	dataMemWrite[26]	dataMem.memory[19][26]$_DFFE_PP_	17.07	1
stage by stage:
step / utilization [%] / setup WS (ns) / cells
after floorplan: - / 53.30 / 8601
after global placement: 32.0 / 51.98 / 15273
after detailed placement: 32.0 / 51.98 / 15273
after CTS: 34.5 / 51.99 / 15994
after global routing: 34.5 / 51.92 / 16013
final: 34.5 / 51.95 / 16024
registers in the layout, summed over array words and instances (netlist names):
name,count
dataMem.memory,4096
dataMem.outReadData,64
routing by layer:
| layer | up-vias | part of all wire, % | global-route usage, % |
|---|---|---|---|
| met3 | 1259 | 20 | 18.9 |
| met5 | - | 0.50 | 3.94 |
| met4 | 73 | 5.2 | 8.13 |
| li1 | 36524 | - | - |
| met2 | 7620 | 44 | 29.3 |
| met1 | 43692 | 30 | 19.4 |
area by class of cell:
class / count / area, µm² / share of cell area (%)
flip-flops and latches: 4160 / 124000 / 69.5
multi-input cells: 3701 / 29200 / 16.4
clock buffers: 474 / 10200 / 5.74
well taps: 6916 / 8650 / 4.85
repair buffers: 492 / 3790 / 2.12
clock inverters: 247 / 2500 / 1.40
diodes: 30 / 75.1 / 0.0421
inverters: 4 / 35.0 / 0.0196
power by group through the flow:
stage	registers (mW)	logic (mW)	clock network, mW
4_1_cts	2.14	0.230	1.67
5_1_grt	2.14	0.245	1.75
6_report	2.14	0.232	1.66
kinds of logic after synthesis:
kind of cell | count (synthesis) | synth area share, %
DFF | 4096 | 78.9
AOI/OAI and AO/OA | 2350 | 11.3
latches | 64 | 0.616
muxes | 661 | 4.99
buffers and inverters | 740 | 2.22
and+or+nand+nor | 690 | 2.03
Power is estimated from default activity; no workload was simulated.
